[flow/run.sh]
#!/bin/bash
# OpenROAD 26Q1-2900-gdf79404cd8, Yosys 0.63+post, stock flow scripts
make -C /OpenROAD-flow-scripts/flow DESIGN_CONFIG=/design/flow/config.mk WORK_HOME=/design/flow/orfs finish
[flow/config.mk]
export PLATFORM = sky130hd
export DESIGN_NAME = ALU
export DESIGN_NICKNAME = ALU
export VERILOG_FILES = /design/flow/design.v
export SDC_FILE = /design/flow/constraint.sdc
export NUM_CORES = 4
export LEC_CHECK = 1
export CORE_AREA = 10 10 89 89
export DIE_AREA = 0 0 99 99
[flow/constraint.sdc]
current_design ALU

set clk_period 12.0
set clk_io_pct 0.2

create_clock -name clk0 -period $clk_period

set non_clock_inputs [all_inputs -no_clocks]
set_input_delay [expr $clk_period * $clk_io_pct] -clock clk0 $non_clock_inputs
set_output_delay [expr $clk_period * $clk_io_pct] -clock clk0 [all_outputs]
[flow/design.v]
`timescale 1ns / 1ps
module ALU(
    input [15:0] in1,in2,
    input [1:0] alu_op,
    output reg [15:0] alu_result,
    output reg zero
    );
    wire [16:0] temp;
    localparam ADD = 2'b00;                                                                                                                                                                                                                                                                                                                                                                                                                                         
    localparam SUB = 2'b01;
    localparam AND = 2'b10;
    localparam OR = 2'b11;
always @ (*) 
    begin
        case(alu_op)
            ADD: alu_result = in1 + in2;    
            SUB: alu_result = in1 - in2;    
            AND: alu_result = in1 & in2;    
             OR: alu_result = in1 | in2;    
             default: alu_result = in1 + in2;  
        endcase
        if(alu_result == 0)
            zero = 1'b1;
        else
            zero = 1'b0;    
    end
endmodule
==> report_table.html <==
<h2>Synthesis and place &amp; route</h2>
<table>
<tr><th>Metric</th><th>Value</th></tr>
<tr><th colspan="2">Die</th></tr>
<tr><td>Floorplan core density</td><td>24.9%</td></tr>
<tr><td>Number of top-level design ports</td><td>51</td></tr>
<tr><td>Floorplan core area</td><td>0.00599 mm^2</td></tr>
<tr><td>Overall die area</td><td>0.00980 mm^2</td></tr>
<tr><td>Die Span X</td><td>99 um</td></tr>
<tr><td>Row count</td><td>28</td></tr>
<tr><td>Die H</td><td>99 um</td></tr>
<tr><th colspan="2">Final layout</th></tr>
<tr><td>Clock buffers</td><td>0</td></tr>
<tr><td>Sequential cell count</td><td>0</td></tr>
<tr><td>Register Area</td><td>0 um^2</td></tr>
<tr><td>Non-filler instance count after layout</td><td>326</td></tr>
<tr><td>Share of cells above drive strength 1</td><td>3.59%</td></tr>
<tr><td>Growth of design area from synthesis to finish</td><td>37.0%</td></tr>
<tr><th colspan="2">Synth</th></tr>
<tr><td>Synthesized area</td><td>0.00149 mm^2</td></tr>
<tr><td>Compound-gate portion of the synthesized area</td><td>30.3%</td></tr>
<tr><td>Dominant kind of combinational cell</td><td>AND-OR/OR-AND gates</td></tr>
<tr><td>XOR-XNOR Cells, Area Fraction</td><td>13.5%</td></tr>
<tr><td>Biggest area consumer among synthesized cells</td><td>ha_1</td></tr>
<tr><td>Leading cell types by total area after synthesis</td><td>ha_1, maj3_1, xnor2_1, xor2_1, nand2_1</td></tr>
<tr><td>Post-Synthesis Mean Instance Area</td><td>7.24 um^2</td></tr>
<tr><td>Post-synthesis simple-gate area fraction</td><td>24.6%</td></tr>
<tr><td>Syn. warnings</td><td>1</td></tr>
<tr><td>Multiplexer fraction of the synthesized cell area</td><td>0.671%</td></tr>
<tr><td>Number of instances in the synthesized netlist</td><td>206</td></tr>
<tr><td>Area share of fa/ha/maj cells after synthesis</td><td>25.2%</td></tr>
<tr><td>Count of distinct cell types in the synthesized netlist</td><td>50</td></tr>
<tr><td>Top area contributor share</td><td>15.1%</td></tr>
<tr><td>Seq/Total Area, Yosys</td><td>0%</td></tr>
<tr><td>Cell count in the Yosys report</td><td>206</td></tr>
<tr><td>Post-synth area from yosys stat</td><td>0.00149 mm^2</td></tr>
<tr><th colspan="2">Global routing</th></tr>
<tr><td>Antenna violations before repair</td><td>0</td></tr>
<tr><td>Global-route wire length before repair</td><td>8090 um</td></tr>
<tr><td>Via count of the first global-routing pass</td><td>1643</td></tr>
<tr><td>Sum of overflow across all layers after global routing</td><td>0</td></tr>
<tr><td>Total routing usage reported by global routing</td><td>9.48%</td></tr>
<tr><td>Pin count of the biggest net entering global routing</td><td>37</td></tr>
<tr><th colspan="2">Final timing</th></tr>
<tr><td>Hold Worst Slack</td><td>5870 ps</td></tr>
<tr><td>Final tally of max-slew violations</td><td>0</td></tr>
<tr><td>Slew Limit Headroom</td><td>49.1%</td></tr>
<tr><td>Finish-stage setup viols</td><td>0</td></tr>
<tr><td>Post-route minimum period</td><td>9760 ps</td></tr>
<tr><td>Post-layout period usage of the worst path</td><td>81.3%</td></tr>
<tr><td>Aggregate negative setup slack</td><td>0 ps</td></tr>
<tr><td>Worst-Margin Slew</td><td>761 ps</td></tr>
<tr><td>Setup repair after global routing missed its margin</td><td>no</td></tr>
<tr><td>Number of hold violations in the final report</td><td>0</td></tr>
<tr><td>Fmax</td><td>102 MHz</td></tr>
<tr><th colspan="2">Drt</th></tr>
<tr><td>Diodes inserted</td><td>0</td></tr>
<tr><td>First-pass iteration count of the detailed router</td><td>4</td></tr>
<tr><td>Vias per Instance</td><td>4.96</td></tr>
<tr><td>Iter 0 DRT Violations</td><td>96</td></tr>
<tr><td>Total via count after detailed routing</td><td>1618</td></tr>
<tr><td>Remaining DRCs</td><td>0</td></tr>
<tr><td>ANT nets after route</td><td>0</td></tr>
<tr><td>DR WL/cell</td><td>14.7 um</td></tr>
<tr><td>Wire length after detailed routing</td><td>4780 um</td></tr>
<tr><th colspan="2">Clocking</th></tr>
<tr><td># resized after CTS</td><td>0</td></tr>
<tr><td>Post-cts hold buffer count</td><td>0</td></tr>
<tr><td>Number of post-CTS setup repair buffers</td><td>0</td></tr>
<tr><th colspan="2">Placement</th></tr>
<tr><td>Number of buffers inserted by port buffering</td><td>51</td></tr>
<tr><td>Post-detail-place hpwl</td><td>4240 um</td></tr>
<tr><td>Placed Instances</td><td>326</td></tr>
<tr><td>Final Wtd Congestion</td><td>0.890</td></tr>
<tr><th colspan="2">Worst setup path</th></tr>
<tr><td>Critical-path top delay cell</td><td>clkdlybuf4s50_1</td></tr>
<tr><td>Cell breakdown of the critical path</td><td>clkdlybuf4s50_1 &gt; nor2b_1 &gt; nor2_1 &gt; xnor2_1 &gt; ha_1 &gt; and2b_1 &gt; o31a_1 &gt; o22a_4 &gt; xnor2_1 &gt; o21ai_0 &gt; nor4b_1 &gt; or4b_1 &gt; or4_1 &gt; nor4_2 &gt; clkdlybuf4s50_1</td></tr>
<tr><td>Data required time at the worst endpoint</td><td>9600 ps</td></tr>
<tr><td>Family with the most delay on the worst path</td><td>simple AND/OR/NAND/NOR gates</td></tr>
<tr><td>Arrival time of data at the critical path endpoint</td><td>7360 ps</td></tr>
<tr><td>Delay of the slowest critical-path stage</td><td>960 ps</td></tr>
<tr><td>Category of the most critical setup path</td><td>in -&gt; out</td></tr>
<tr><td>Critical path buffers and inverters</td><td>2</td></tr>
<tr><td>Crit end category</td><td>output port</td></tr>
<tr><td>Maximum fanout along the worst path</td><td>20</td></tr>
<tr><td>Startpoint kind of the worst setup timing path</td><td>input pin</td></tr>
<tr><th colspan="2">Run</th></tr>
<tr><td>Max-capacitance violation count</td><td>0</td></tr>
<tr><td>Count of tool warnings</td><td>34</td></tr>
<tr><th colspan="2">Outcome</th></tr>
<tr><td>Run status</td><td>completed</td></tr>
<tr><th colspan="2">Min path</th></tr>
<tr><td>Worst hold path type</td><td>in -&gt; out</td></tr>
<tr><th colspan="2">Power and ir drop</th></tr>
<tr><td>Highest ir drop seen on vdd</td><td>0.0196 mV</td></tr>
<tr><td>Leakage power figure</td><td>0.780 nW</td></tr>
<tr><td>Total power density per cell area</td><td>59.4 mW/mm^2</td></tr>
</table>
==> synthesized netlist by cell type, drive strengths merged (3+ instances only) <==
cell,n
a21oi,12
o31ai,6
ha,18
nand3,3
buf,4
o21ai,14
and2,3
nor2,17
xor2,11
xnor2,12
inv,6
or4,3
nor3,7
clkbuf,3
o21a,12
nor2b,3
nor4,4
maj3,13
nand2b,3
nand2,21
o31a,3
a21o,4
or3,3
==> per-stage QoR <==
stage                     cell area [um^2]  util [%]  power [mW]  setup WS, ps
final                                 2040      34.1       0.121          2240
after global routing                  2040      34.1       0.135          1940
after detailed placement              2040      34.1       0.122          2220
after floorplan                       1490         -      0.0729          3690
after global placement                2040      34.1       0.122          2230
after CTS                             2040      34.1       0.122          2220
==> final cells by class <==
type | instances | area, um^2
Fill cell | 637 | 3950
Multi-Input combinational cell | 192 | 1410
Timing Repair Buffer | 52 | 518
Tap cell | 75 | 93.8
Inverter | 7 | 26.3
==> final timing paths <==
check	startpoint	to	slack, ps	depth (start not counted)
min	in1[1]	alu_result[1]	5870	4
max	alu_op[0]	zero	2240	15
==> layer usage <==
metal / share of wire, % / vias to the layer above / routed length [um] / track usage, %
met5: 0 / - / 0 / 0
met4: 0.52 / 0 / 25 / 0.441
met3: 3.2 / 2 / 151 / 1.06
met2: 49 / 28 / 2350 / 17.1
met1: 47 / 729 / 2250 / 12.3
li1: - / 859 / - / -
==> cells in the final DEF, fill, tap and decap left out, drive strengths merged, types with 3 or more instances in the layout <==
cell type,synthesis,routed
nand2,21,21
nor2,17,17
ha,18,18
nor3,7,7
o21a,12,12
and2,3,3
o21ai,14,14
o31a,3,3
or4,3,3
o31ai,6,6
nor2b,3,3
nand2b,3,3
maj3,13,13
a21o,4,4
clkdlybuf4s50,0,51
nand3,3,3
nor4,4,4
inv,6,6
a21oi,12,12
xnor2,12,12
xor2,11,11
or3,3,3
==> power by group <==
| part | leakage (nW) | internal [mW] | total [mW] | switching (mW) |
|---|---|---|---|---|
| clock network | 0 | 0 | 0 | 0 |
| registers | 0 | 0 | 0 | 0 |
| logic | 0.780 | 0.0652 | 0.121 | 0.0562 |
| total | 0.780 | 0.0652 | 0.121 | 0.0562 |
==> cell families (layout without fill, tap and decap cells) <==
logic type,after synthesis,in the layout
buffers and inverters,14,59
multiplexers,1,1
AND/OR/NAND/NOR,72,72
adder cells (fa/ha/maj),32,32
XOR/XNOR,23,23
AND-OR/OR-AND,64,64
Power and IR drop assume default switching activity.

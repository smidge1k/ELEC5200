==> ./design.v <==
`timescale 1ns / 1ps
module Mux(
    input [15:0] a,b,
    input wire sel,
    output reg [15:0] out,
    output reg [15:0] mux_temp
    ); 
always @ (a or b or sel)
    begin
        case (sel)
            1'b0: begin out = a; mux_temp = a; end
            1'b1: begin out = b; mux_temp = b; end
        endcase        
    end
endmodule
==> ./run.sh <==
#!/bin/bash
# OpenROAD 26Q1-2900-gdf79404cd8, Yosys 0.63+post, stock flow scripts
make -C /OpenROAD-flow-scripts/flow DESIGN_CONFIG=/design/flow/config.mk WORK_HOME=/design/flow/orfs finish
==> ./config.mk <==
export PLATFORM = sky130hd
export DESIGN_NAME = Mux
export DESIGN_NICKNAME = Mux
export VERILOG_FILES = /design/flow/design.v
export SDC_FILE = /design/flow/constraint.sdc
export NUM_CORES = 4
export LEC_CHECK = 1
export CORE_AREA = 10 10 70 70
export DIE_AREA = 0 0 80 80
==> ./constraint.sdc <==
current_design Mux

set clk_period 1.0
set clk_io_pct 0.2

create_clock -name clk0 -period $clk_period

set non_clock_inputs [all_inputs -no_clocks]
set_input_delay [expr $clk_period * $clk_io_pct] -clock clk0 $non_clock_inputs
set_output_delay [expr $clk_period * $clk_io_pct] -clock clk0 [all_outputs]
==> reports/metrics.csv <==
metric,value,unit
post-synth-top-count-cell,buf_4,
clock_buffers,0,
place_worst_setup_slack,-0.879,ns
flops,0,
top_area_share,40.7,%
drtAntennaViolNets,0,
ys_seq_share,0,%
boundaryPins,65,
cpPeakStageDelay,0.31,ns
critical_path_arrival,0.87,ns
synthTopCellsByCount,"16 x buf_4, 10 x mux2_4, 6 x mux2_2",
status,"complete, but fails checks",
largest_area_cell,mux2_4,
hold_buffers,0,
slew-limit-headroom,95.2,%
wire_per_inst,13.9,um
rsz0062_at_grt,yes,
drt_iter0_markers,0,
crit_family,buffers and inverters,
place.gp.congestion,0.791,
ys_cells,34,
holdWs,0.810,ns
topCellsByArea,"mux2_4 41%, buf_4 33%, mux2_2 18%",
peakVddDrop,0.155,mV
crit_path_frequent_cell,buf_12,
path_buffers,3,
post-route-drc-count,0,
ys_warn_count,1,
p_clk_share,0,%
critical_path_class,primary input to primary output,
avgSynthCellArea,10.9,sq um
grt_max_degree,7,
share_comb_of_total_power,100.0,%
finalHoldViolCount,0,
seq_area,0,sq um
cap_violations,0,
max_freq,933,MHz
setup_viol,32,
core,0.00342,sq mm
drive_gt1_share,61.9,%
firstDrtPassIters,1,
switchingPower,0.0000947,W
critical_path.startpoint_type,primary input,
dp_hpwl,1570,um
crit_required,0.80,ns
grt_pass1_wl,2700,um
worstMarginPinSlew,0.0727,ns
crit_chain,"buf_12, buf_12, mux2_4, buf_6",
seqPwrFrac,0,%
hold_path.class,primary input to primary output,
slew_viol_final,0,
p_int,0.000300,W
synth_area,369,sq um
period_used_share,107,%
warning_count,35,
fp-utilization,10.8,%
grt_pass1_vias,526,
die_h,80,um
core.rowCount,21,
worstPathMaxFanout,6,
switching_share,24.0,%
critPathSlowestCell,mux2_4,
groute.usage.overall,5.08,%
endpoint_kind,primary output,
dieWidth,80,um
area_growth,155,%
antenna_found_initial,0,
num_vias,436,
violations,setup timing,
die_area,0.00640,sq mm
fin_ws,-0.0714,ns
powerDensity,419,mW/mm^2
synthDistinctLibCells,5,
numPortBuffers,65,
drt-vias-per-instance,3.35,
fin_crit,1.07,ns
routed_wl,1810,um
gr-total-overflow,0,
antenna_cells,0,
synth-area-yosys,369,sq um
syn_inst,34,
power_leakage,0.505,nW
path summary, 6_finish.rpt:
kind | startpoint | to | slack, ns | cells past startpoint
worst max-delay path | sel | mux_temp[7] | -0.07 | 4
worst min-delay path | b[5] | mux_temp[5] | 0.81 | 3
per-layer routing:
| metal | vias to the layer above | track usage [%] | part of all wire (%) |
|---|---|---|---|
| met5 | - | 0 | 0 |
| met3 | 0 | 3.98 | 19 |
| met1 | 188 | 5.93 | 42 |
| li1 | 201 | - | - |
| met2 | 47 | 7.62 | 40 |
| met4 | 0 | 0 | 0 |
stage by stage:
| step | setup TNS [ns] | util [%] | total power [W] | cells | area, sq um |
|---|---|---|---|---|---|
| after floorplan | -0.458 | - | 0.000181 | 34 | 410 |
| after global placement | -26.90 | 27.9 | 0.000428 | 129 | 953 |
| after detailed placement | -27.06 | 27.9 | 0.000426 | 129 | 953 |
| after CTS | -2.06 | 25.4 | 0.000354 | 130 | 867 |
| after global routing | -2.54 | 27.6 | 0.000426 | 130 | 942 |
| final | -1.96 | 27.6 | 0.000395 | 130 | 942 |
cells in the final DEF (no fill, tap or decap):
| cell | count |
|---|---|
| dlygate4sd2_1 | 32 |
| buf_12 | 2 |
| buf_16 | 1 |
| buf_2 | 12 |
| buf_6 | 21 |
| mux2_4 | 16 |
timing repair:
action	CTS	global route
setup endpoints to repair	32	32
setup buffers	0	0
gates resized	152	12
gates cloned	1	0
worst min-delay path, cell delays in order:
cell	delay, ns
dlygate4sd2_1	0.19
mux2_4	0.14
buf_6	0.08
kinds of logic (layout without fill, tap and decap cells):
kind of cell / count (synthesis) / after routing / share of synthesized area, %
buffers and inverters: 18 / 68 / 41.0
muxes: 16 / 16 / 59.0
cell type report:
cell class,count,area [sq um]
Multi-Input combinational cell,16,240
Timing Repair Buffer,68,644
Tap cell,46,57.6
Fill cell,376,2470
power groups by stage:
stage | clock network, W | logic, W | registers, W
6_report | 0 | 0.000395 | 0
5_1_grt | 0 | 0.000426 | 0
4_1_cts | 0 | 0.000354 | 0
No activity file was given, so power comes from the tool's default toggle rates.
